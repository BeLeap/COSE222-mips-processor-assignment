<file path="flow/design.v">
module adder(
    input wire [31:0] a, b,
    output wire [31:0] out
    );
assign out = a + b;
endmodule
</file>
<file path="flow/run.sh">
#!/bin/bash
# OpenROAD 26Q1-2900-gdf79404cd8, Yosys 0.63+post, stock flow scripts
make -C /OpenROAD-flow-scripts/flow DESIGN_CONFIG=/design/flow/config.mk WORK_HOME=/design/flow/orfs finish
</file>
<file path="flow/config.mk">
export PLATFORM = sky130hd
export DESIGN_NAME = adder
export DESIGN_NICKNAME = adder
export VERILOG_FILES = /design/flow/design.v
export SDC_FILE = /design/flow/constraint.sdc
export NUM_CORES = 4
export LEC_CHECK = 1
export CORE_AREA = 10 10 107 107
export DIE_AREA = 0 0 117 117
</file>
<file path="flow/constraint.sdc">
current_design adder

set clk_period 18.1
set clk_io_pct 0.2

create_clock -name clk0 -period $clk_period

set non_clock_inputs [all_inputs -no_clocks]
set_input_delay [expr $clk_period * $clk_io_pct] -clock clk0 $non_clock_inputs
set_output_delay [expr $clk_period * $clk_io_pct] -clock clk0 [all_outputs]
</file>
==> load_flow_metrics.sql <==
-- generated from flow reports
INSERT INTO impl_metrics (metric_group, metric, value, unit) VALUES
('die', 'die_area', '13700', 'sq um'),
('finish', 'area_growth_syn_to_layout', '60.5', '%'),
('pwr', 'max-vdd-ir-drop', '0.0152', 'mV'),
('detailed_routing', 'antennaDiodeCount', '0', ''),
('timing', 'grt_setup_unrepaired', 'false', ''),
('critical_path', 'critical_path_required', '14.48', 'ns'),
('timing', 'report.final.hold_viol_count', '0', ''),
('place', 'port-buffer-count', '96', ''),
('finish', 'drive_above_1_share', '3.07', '%'),
('synthesis', 'yosysSeqAreaShare', '0', '%'),
('die', 'die_height', '117', 'um'),
('timing', 'total_neg_setup_slack', '0', 'ns'),
('synthesis', 'synth_area', '1740', 'sq um'),
('place', 'placement.setup.worst_slack', '7.87', 'ns'),
('synthesis', 'ys_cells', '241', ''),
('place', 'gpl.final_weighted_congestion', '0.828', ''),
('critical_path', 'timing.critical_path.to_type', 'output port', ''),
('detailed_routing', 'drtPass1Iterations', '6', ''),
('detailed_routing', 'num_vias', '2120', ''),
('synthesis', 'gate_count_post_synth', '241', ''),
('global_routing', 'grt_start_max_net_pins', '11', ''),
('synthesis', 'ys_sh_adder', '23.4', '%'),
('global_routing', 'grt.overflow.total', '0', ''),
('timing', 'final.min_clock_period', '10.23', 'ns'),
('timing', 'postLayoutSetupSlackWorst', '7.87', 'ns'),
('pwr', 'total_power', '0.109', 'mW'),
('finish', 'layout.core_utilization', '30.4', '%'),
('die', 'core_util_floorplan', '19.0', '%'),
('detailed_routing', 'drt-initial-drc-count', '83', ''),
('die', 'num_io_pins', '96', ''),
('synthesis', 'synth-warning-count', '0', ''),
('status', 'outcome', 'completed', ''),
('timing', 'slew-limit-headroom', '61.6', '%'),
('clocking', 'post_cts_resized', '0', ''),
('critical_path', 'cp_data_arrival_time', '6.61', 'ns'),
('synthesis', 'simple_gate_area_share', '18.3', '%'),
('synthesis', 'synth.cellmix.xorXnorShare', '14.1', '%'),
('die', 'floorplan.rows', '35', ''),
('detailed_routing', 'postRouteWirelength', '6400', 'um'),
('place', 'detailedPlacementHpwl', '5600', 'um'),
('critical_path', 'crit_chain', 'clkdlybuf4s50_1 > ha_1 > fa_1 > a21o_1 > a31o_2 > nand3_1 > o221ai_1 > a311oi_1 > o21bai_1 > xor2_1 > clkdlybuf4s50_1', ''),
('synthesis', 'synth.area.mux_share', '1.15', '%'),
('die', 'placeableCoreArea', '9200', 'sq um'),
('timing', 'layout_worst_path_cycle_share', '56.5', '%'),
('finish', 'layout_top_cells', '96 x sky130_fd_sc_hd__clkdlybuf4s50_1, 31 x sky130_fd_sc_hd__ha_1, 29 x sky130_fd_sc_hd__a21oi_1, 19 x sky130_fd_sc_hd__a21o_1, 18 x sky130_fd_sc_hd__nand2_1', ''),
('detailed_routing', 'drt-wirelength-per-cell', '14.6', 'um'),
('critical_path', 'cpMaxStageDelayCell', 'sky130_fd_sc_hd__clkdlybuf4s50_1', ''),
('timing', 'worstMarginPinSlew', '0.562', 'ns'),
('critical_path', 'critical_path_source_type', 'input port', ''),
('hold_path', 'worst_hold_path.num_cells', '3', ''),
('detailed_routing', 'viasPerCell', '4.85', ''),
('detailed_routing', 'antenna_violation_net_count_after_detailed_routing', '0', ''),
('global_routing', 'first_global_vias', '2103', ''),
('critical_path', 'critPathMaxStageDelay', '0.50', 'ns'),
('clocking', 'post_cts_buffers', '0', ''),
('synthesis', 'topCombFamilyByArea', 'AND-OR/OR-AND gates', ''),
('critical_path', 'path_class', 'input port to output port', ''),
('global_routing', 'wire_length_of_the_first_global_routing_pass', '10200', 'um'),
('synthesis', 'ys_area', '1740', 'sq um'),
('finish', 'top_cell_excl_fill_tap', 'sky130_fd_sc_hd__clkdlybuf4s50_1', ''),
('finish', 'seq_area', '0', 'sq um'),
('pwr', 'powerDensity', '38.8', 'nW/um^2'),
('die', 'die_x', '117', 'um'),
('synthesis', 'synthAoiAreaFrac', '39.3', '%'),
('pwr', 'static-leakage-power', '1.18', 'nW'),
('finish', 'n_sequential_cell', '0', ''),
('global_routing', 'groute.usage.overall', '8.95', '%'),
('timing', 'clock.fmax', '0.0977', 'GHz'),
('synthesis', 'netlist-cell-type-count', '50', ''),
('critical_path', 'worstPathMaxFanout', '4', ''),
('clocking', 'cts_hold_buffers', '0', ''),
('timing', 'report.final.setup_viol', '0', ''),
('critical_path', 'critPathMostFrequentCell', 'sky130_fd_sc_hd__clkdlybuf4s50_1', ''),
('detailed_routing', 'drcViolationCount', '0', ''),
('global_routing', 'antenna_found_initial', '0', ''),
('hold_path', 'holdCritPathClass', 'input port to output port', ''),
('run', 'tool_warnings', '32', ''),
('finish', 'num-clock-buffers', '0', ''),
('synthesis', 'avgSynthCellArea', '7.24', 'sq um'),
('timing', 'final_number_of_max_transition_violations', '0', ''),
('run', 'max_cap_violations', '0', '');
[kinds of logic after synthesis]
kind of cell               after synthesis
muxes                                    2
buffers and inverters                   17
xor gates and xnor gates                28
AOI/OAI and AO/OA                       97
adders and majority gates               32
and+or+nand+nor                         65
[report_power, final]
group / switching, mW / total, mW / internal (mW) / leakage (nW)
Sequential: 0 / 0 / 0 / 0
Clock: 0 / 0 / 0 / 0
Combinational: 0.0442 / 0.109 / 0.0645 / 1.18
Total: 0.0442 / 0.109 / 0.0645 / 1.18
[worst max-delay path: cells and delay by family]
family / cells / cell delay, ns
AOI/OAI and AO/OA: 5 / 1.21
xor gates and xnor gates: 1 / 0.14
adders and majority gates: 2 / 0.64
buffers and inverters: 2 / 0.91
and+or+nand+nor: 1 / 0.09
[worst paths after layout]
kind	slack [ns]	start	to
max	7.87	a[0]	out[26]
min	8.27	b[0]	out[0]
[area by class of cell]
| cell class | count | area (sq um) |
|---|---|---|
| well taps | 111 | 139 |
| repair buffers | 96 | 961 |
| fillers | 985 | 6400 |
| multi-input cells | 224 | 1680 |
| inverters | 6 | 22.5 |
[per-layer routing]
layer  global-route usage (%)  up-vias  share of wire [%]
met5                        0        -                  0
met4                    0.247        0               0.22
met3                     3.04        2                 10
met2                     15.1       63                 45
met1                     11.4      963                 44
li1                         -     1092                  -
[through the flow]
stage                     std cells  hold WS, ns  area [sq um]
after floorplan                 241         7.31          1740
after global placement          437         8.27          2800
after detailed placement        437         8.28          2800
after CTS                       437         8.28          2800
after global routing            437         8.31          2800
final                           437         8.27          2800
[synthesized netlist by cell type (all sizes together), types with 3 or more instances]
| master | number | area share (%) |
|---|---|---|
| o21ai | 15 | 4.5 |
| a21o | 19 | 8.2 |
| o211ai | 3 | 1.3 |
| a31oi | 3 | 1.1 |
| ha | 31 | 22 |
| xor2 | 15 | 7.5 |
| nand2 | 18 | 3.9 |
| a311oi | 3 | 2.5 |
| buf | 3 | 0.79 |
| inv | 6 | 1.3 |
| a21oi | 29 | 8.3 |
| nand3 | 10 | 2.9 |
| nand4 | 8 | 2.9 |
| a211oi | 3 | 1.3 |
| xnor2 | 13 | 6.5 |
| or2 | 3 | 1.1 |
| nor3 | 4 | 1.1 |
| nor2 | 12 | 2.6 |
| clkbuf | 8 | 1.7 |
| o21bai | 5 | 2.8 |
No activity file was given, so power comes from the tool's default toggle rates.
